==> design.v <==
`timescale 1ns / 1ps
module stopwatch (
    input clk,
    input rst,
    input btn_L,
    btn_R,
    output [3:0] sw_w_led,
    output [6:0] sw_w_msec,
    output [5:0] sw_w_sec,
    output [5:0] sw_w_min,
    output [4:0] sw_w_hour
);
    wire w_clear, w_run_stop;
    wire w_tick_led;
    stopwatch_dp U_SW_DP (
        .clk    (clk),
        .rst    (rst),
        .runstop(w_run_stop),
        .clear  (w_clear),
        .led (sw_w_led),
        .msec(sw_w_msec),
        .sec (sw_w_sec),
        .min (sw_w_min),
        .hour(sw_w_hour)
    );
    stopwatch_cu U_STOPWATCH_CU (
        .clk    (clk),
        .rst    (rst),
        .runstop(btn_R),
        .clear  (btn_L),
        .o_run_stop(w_run_stop),
        .o_clear   (w_clear)
    );
endmodule
module stopwatch_cu (
    input clk,
    rst,
    input clear,
    runstop,
    output o_run_stop,
    o_clear
);
    parameter STOP = 3'b000, RUN = 3'b001, CLEAR = 3'b010;
    reg [2:0] current_state, next_state;
    reg c_clear, n_clear;
    always @(posedge clk, posedge rst) begin
        if (rst) begin
            current_state <= STOP;
            c_clear       <= 1'b0;
        end else begin
            current_state <= next_state;
            c_clear       <= n_clear;
        end
    end
    always @(*) begin
        next_state = current_state;
        n_clear    = c_clear;
        case (current_state)
            STOP: begin
                n_clear = 1'b0;   
                if (runstop == 1'b1) begin
                    next_state = RUN;
                end else if (clear == 1'b1) begin
                    next_state = CLEAR;
                end
            end
            RUN: begin
                if (runstop == 1'b1) begin
                    next_state = STOP;
                end
            end
            CLEAR: begin
                next_state = STOP;
                n_clear    = 1'b1;
            end
            default: next_state = current_state;
        endcase
    end
    assign o_run_stop = (current_state == RUN) ? 1'b1 : 0;
    assign o_clear    = c_clear;
endmodule
module stopwatch_dp (
    input clk,
    input rst,
    input runstop,
    clear,
    output [3:0] led,
    output [6:0] msec,
    output [5:0] sec,
    output [5:0] min,
    output [4:0] hour
);
    wire w_tick_100hz, w_tick_msec, w_tick_sec, w_tick_min, w_tick_led;
    wire w_runstop_tick, w_clear_tick;
    tick_counter #(
        .TICK_COUNT(24),
        .WIDTH(5)
    ) U_HOUR (
        .clk   (clk),
        .rst   (rst),
        .i_tick(w_tick_min),
        .clear (clear),
        .o_time(hour),
        .o_tick()
    );
    tick_counter #(
        .TICK_COUNT(60),
        .WIDTH(6)
    ) U_MIN (
        .clk   (clk),
        .rst   (rst),
        .i_tick(w_tick_sec),
        .clear (clear),
        .o_time(min),
        .o_tick(w_tick_min)
    );
    tick_counter #(
        .TICK_COUNT(60),
        .WIDTH(6)
    ) U_SEC (
        .clk   (clk),
        .rst   (rst),
        .i_tick(w_tick_msec),
        .clear (clear),
        .o_time(sec),
        .o_tick(w_tick_sec)
    );
    tick_counter #(
        .TICK_COUNT(100),
        .WIDTH(7)
    ) U_MSEC (
        .clk   (clk),
        .rst   (rst),
        .i_tick(w_tick_100hz),
        .clear (clear),
        .o_time(msec),
        .o_tick(w_tick_msec)
    );
    tick_counter #(
        .TICK_COUNT(10),
        .WIDTH(4)
    ) U_LED_DATA (
        .clk   (clk),
        .rst   (rst),
        .i_tick(w_tick_led),
        .clear (clear),
        .o_time(led),
        .o_tick()
    );
    tick_counter #(
        .TICK_COUNT(10),
        .WIDTH(4)
    ) U_LED (
        .clk   (clk),
        .rst   (rst),
        .i_tick(w_tick_100hz),
        .clear (clear),
        .o_time(),
        .o_tick(w_tick_led)
    );
    tick_gen_100hz U_TICK_GEN (
        .clk   (clk),
        .rst   (rst),
        .run   (runstop),
        .clear (clear),
        .o_tick(w_tick_100hz)
    );
endmodule
module tick_counter #(
    parameter TICK_COUNT = 100,
              WIDTH      = 7      
) (
    input clk,
    input rst,
    input i_tick,
    input clear,
    output [WIDTH-1:0] o_time,
    output             o_tick
);
    reg [$clog2(TICK_COUNT)-1:0] counter_reg, counter_next;
    reg tick_reg, tick_next;
    assign o_time = counter_reg;
    assign o_tick = tick_reg;
    always @(posedge clk, posedge rst) begin
        if (rst) begin
            counter_reg <= 0;
            tick_reg    <= 1'b0;
        end else begin
            counter_reg <= counter_next;
            tick_reg    <= tick_next;
        end
    end
    always @(*) begin
        counter_next = counter_reg;
        tick_next    = 1'b0;
        if(i_tick)                                   
            begin
            if (counter_reg == TICK_COUNT - 1) begin
                counter_next = 0;
                tick_next    = 1'b1;
            end else begin
                counter_next = counter_reg + 1;
                tick_next    = 1'b0;
            end
        end
        if (clear) counter_next = 0;
    end
endmodule
module tick_gen_100hz #(
    parameter FCOUNT = 1_000_000 - 1
) (
    input clk,
    input rst,
    input run,
    input clear,             
    output o_tick
);
    reg [$clog2(FCOUNT):0] counter;
    reg                    r_tick;
    assign o_tick = r_tick;
    always @(posedge clk, posedge rst) begin
        if (rst) begin
            counter <= 0;
            r_tick  <= 0;
        end else begin
            r_tick <= 1'b0;
            if (run) begin
                if (counter == FCOUNT) begin
                    counter <= 0;
                    r_tick  <= 1'b1;
                end else begin
                    counter <= counter + 1;
                end
            end else if (clear) begin
                counter <= 0;
            end
        end
    end
endmodule
==> run.sh <==
#!/bin/bash
# OpenROAD 26Q1-2900-gdf79404cd8, Yosys 0.63+post, stock flow scripts
make -C /OpenROAD-flow-scripts/flow DESIGN_CONFIG=/design/flow/config.mk WORK_HOME=/design/flow/orfs finish
==> config.mk <==
export PLATFORM = sky130hd
export DESIGN_NAME = stopwatch
export DESIGN_NICKNAME = stopwatch
export VERILOG_FILES = /design/flow/design.v
export SDC_FILE = /design/flow/constraint.sdc
export NUM_CORES = 4
export LEC_CHECK = 1
export CORE_UTILIZATION = 50
==> constraint.sdc <==
current_design stopwatch

set clk_period 3.0
set clk_io_pct 0.2

create_clock -name clk0 -period $clk_period [get_ports {clk}]

set non_clock_inputs [all_inputs -no_clocks]
set_input_delay [expr $clk_period * $clk_io_pct] -clock clk0 $non_clock_inputs
set_output_delay [expr $clk_period * $clk_io_pct] -clock clk0 [all_outputs]
==> results.sh <==
# source this file to load flow results
export IMPL_outcome="finished clean"
export IMPL_syn_instance_count=331
export IMPL_clkLatencyLatePin_ps=330
export IMPL_core_sq_mm=0.005956
export IMPL_yosysTopAreaCell="dfrtp_1"
export IMPL_start_kind="register"
export IMPL_cp_cell_sequence="ha_1 -> nand3_1 -> or2_1 -> o31ai_4 -> o21ai_0 -> a22o_1"
export IMPL_cts_setup_buffers=0
export IMPL_cts_resized_gates=0
export IMPL_rsz0062_at_grt="false"
export IMPL_drtAntennaViolNets=0
export IMPL_topCellsByArea="dfrtp_1 (49%), nand2_1 (4.1%), nor2_1 (4.0%)"
export IMPL_stdcell_count=450
export IMPL_fin_skew_ps=5.645
export IMPL_switching_power_mw=0.5293
export IMPL_worstHoldStart="U_STOPWATCH_CU.current_state[1]$_DFF_PP0_"
export IMPL_setup_worst_path_end_class="register"
export IMPL_clkPwrFrac_pct=37.3
export IMPL_intPower_mw=1.302
export IMPL_cellPowerDensity_mw_per_mm2=493.2
export IMPL_vias=2501
export IMPL_warnings=28
export IMPL_place_congestion=0.7913
export IMPL_die_height_um=80.88
export IMPL_chipWidth_um=80.88
export IMPL_finalHoldViolCount=0
export IMPL_maxCapViolations=0
export IMPL_ys_ff=62
export IMPL_critical_path_class="register to register"
export IMPL_clockBufferDepth=2
export IMPL_first_pass_iters=4
export IMPL_grt_pass1_wl_mm=10.41
export IMPL_placedCellCount=434
export IMPL_cts_buffers=9
export IMPL_async_flop_share_pct=100.0
export IMPL_yosys_area_top_type_share_pct=49.07
export IMPL_final_max_slew_viol_count=0
export IMPL_setup_viol=0
export IMPL_cp_depth=6
export IMPL_hpwl_mm=3.983
export IMPL_grt_total_usage_pct=21.15
export IMPL_ios=32
export IMPL_relSlewSlack_pct=61.48
export IMPL_drive_gt1_share_pct=7.467
export IMPL_die_area_sq_mm=0.006541
export IMPL_yosysUniqueCellTypes=52
export IMPL_ys_chip_area_sq_mm=0.003110
export IMPL_antenna_found_initial=0
export IMPL_fin_crit_ps=2167
export IMPL_avgSynthCellArea_sq_um=9.397
export IMPL_yosys_warnings=6
export IMPL_crit_family="AND-OR/OR-AND gates"
export IMPL_finalClockPeriodUsage_pct=72.22
export IMPL_pwr_share_seq_pct=50.4
export IMPL_remaining_drc_errors=0
export IMPL_drt_total_wl_mm=6.075
export IMPL_r2r_slack_ps=830
export IMPL_crit_start="U_SW_DP.U_TICK_GEN.counter[0]$_DFFE_PP0P_"
export IMPL_edf_count=0
export IMPL_ys_seq_share_pct=49.92
export IMPL_clk_transition_reported_paths_ps=70
export IMPL_drtIter0Drc=102
export IMPL_ctsRootBufferMaster="clkbuf_8"
export IMPL_p_comb_share_pct=12.3
export IMPL_clock_sinks=62
export IMPL_arrival_ps=2390
export IMPL_fp_util_pct=52.23
export IMPL_synth_most_common_cell="dfrtp_1"
export IMPL_netlist_area_sq_mm=0.003110
export IMPL_cpPeakStageDelay_ps=470
export IMPL_row_count=28
export IMPL_hp_class="register to register"
export IMPL_setup_tns_ps=0
export IMPL_ys_cells=331
export IMPL_holdPathEnd="U_STOPWATCH_CU.c_clear$_DFFE_PP0P_"
export IMPL_crit_path_top_delay_cell="o31ai_4"
export IMPL_via_per_inst=5.558
export IMPL_cts_hold_fix_buffers=0
export IMPL_crit_required_ps=3220
export IMPL_r2r_start="U_SW_DP.U_TICK_GEN.counter[0]$_DFFE_PP0P_"
export IMPL_swShare_pct=28.91
export IMPL_synthTopCellsByCount="dfrtp_1 (61), nand2_1 (34), nor2_1 (33)"
export IMPL_largest_register_ffs=21
export IMPL_syn_to_final_growth_pct=19.35
export IMPL_flop_cell="dfrtp_1"
export IMPL_diodes=0
export IMPL_fmax_mhz=461.6
export IMPL_p_leak_nw=1.554
export IMPL_regToRegEndpoint="U_SW_DP.U_TICK_GEN.counter[5]$_DFFE_PP0P_"
export IMPL_whs_path_depth=1
export IMPL_irDropWorstVdd_uv=307.4
export IMPL_wl_per_cell_um=13.50
export IMPL_grt_max_degree=63
export IMPL_gr_total_overflow=0
export IMPL_cts_tree="built"
export IMPL_htreeDepth=3
export IMPL_crit_path_max_fanout=10
export IMPL_tightestPinTransition_ps=572.5
export IMPL_cp_num_buf_inv=0
export IMPL_grt_pass1_vias=2246
export IMPL_io_buffer_count=31
export IMPL_reg2reg_depth=6
-- power groups by stage --
stage	combinational, mW	sequential, mW	clock, mW
after global routing	0.251	0.933	0.747
final	0.225	0.923	0.683
after CTS	0.230	0.925	0.700
-- cell type report --
type                       count  area [sq um]
clock buffer                  13         168.9
clock inverter                 3         17.52
fill                         497          2243
inverter                      15         56.30
multi-input combinational    248          1478
sequential                    62          1553
tap                           75         93.84
timing repair buffer          34         345.3
-- cell usage in the layout, fill, tap and decap left out, drive strengths merged, types with 2 or more instances in the layout --
cell type      count
a21o               2
a21oi             24
a22o               3
and3               2
buf                3
clkbuf            13
clkdlybuf4s50     31
clkinv             3
dfrtp             61
ha                 9
inv               14
mux2i              2
nand2             34
nand2b             4
nand3             22
nand3b             6
nand4              6
nand4b             5
nor2              33
nor2b              2
nor3              17
nor3b              2
nor4               4
o211ai             2
o21ai             24
o31ai              4
or2                3
or3                9
or4                2
xnor2              5
xor2               8
-- worst max path at each step --
stage | end | slack (ps)
after CTS | U_SW_DP.U_TICK_GEN.counter[5]$_DFFE_PP0P_ | 850
after global routing | U_SW_DP.U_TICK_GEN.counter[8]$_DFFE_PP0P_ | 660
final | U_SW_DP.U_TICK_GEN.counter[5]$_DFFE_PP0P_ | 830
-- through the flow --
stage	utilization, %	total power [mW]	instance area [sq um]	worst slack, ps	hold slack, ps
finish	62.33	1.831	3712	833.5	457.6
global route	62.33	1.931	3712	663.7	489.9
CTS	62.33	1.856	3712	852.0	461.3
detailed placement	59.20	1.170	3526	865.4	445.8
global placement	59.20	1.164	3526	905.1	440.8
floorplan	-	1.082	3110	860.3	428.5
-- per-layer routing --
layer / part of all wire (%) / GRT usage (%)
met2: 44 / 31.85
met4: 1.1 / 4.107
met5: 0 / 0
met3: 3.5 / 3.421
met1: 52 / 34.15
-- logic make-up after synthesis --
logic type	count (synthesis)	synth area share, %
DFF	62	49.92
adders and majority gates	9	3.620
AOI/OAI and AO/OA	69	13.44
buffers and inverters	21	2.574
xor gates and xnor gates	13	3.661
muxes	2	0.6436
and+or+nand+nor	155	26.15
Power figures rest on the tool's default switching activity, not on a simulated workload.
