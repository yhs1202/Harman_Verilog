File: flow/design.v
`timescale 1ns / 1ps
module RAM_IP(
    input clk,
    input [7:0] addr,
    input [7:0] wr_data,
    input write_en,
    output [7:0] rd_data
    );
    reg [7:0] ram [0:1023];  
    reg [7:0] rd_data_reg;  
    assign rd_data = rd_data_reg;  
    always @(posedge clk) begin
        if (write_en) begin
            ram[addr] <= wr_data;  
        end else begin
            rd_data_reg <= ram[addr];  
        end
    end
endmodule
File: flow/config.mk
export PLATFORM = sky130hd
export DESIGN_NAME = RAM_IP
export DESIGN_NICKNAME = RAM_IP
export VERILOG_FILES = /design/flow/design.v
export SDC_FILE = /design/flow/constraint.sdc
export NUM_CORES = 4
export LEC_CHECK = 1
export CORE_UTILIZATION = 40
export SYNTH_MEMORY_MAX_BITS = 65536
File: flow/run.sh
#!/bin/bash
# OpenROAD 26Q1-2900-gdf79404cd8, Yosys 0.63+post, stock flow scripts
make -C /OpenROAD-flow-scripts/flow DESIGN_CONFIG=/design/flow/config.mk WORK_HOME=/design/flow/orfs finish
File: flow/constraint.sdc
current_design RAM_IP

set clk_period 10.1
set clk_io_pct 0.2

create_clock -name clk0 -period $clk_period [get_ports {clk}]

set non_clock_inputs [all_inputs -no_clocks]
set_input_delay [expr $clk_period * $clk_io_pct] -clock clk0 $non_clock_inputs
set_output_delay [expr $clk_period * $clk_io_pct] -clock clk0 [all_outputs]
==> impl_metrics.tcl <==
# yosys + openroad results
set metrics [dict create \
    outcome "complete, no violations" \
    yosys_warnings 1 \
    nFillCells 16480 \
    largest_reg_flops 2048 \
    power_density_mw_per_mm2 193.2 \
    hold_viol_final 0 \
    cts_max_level 4 \
    ios 26 \
    setup_tns_ns 0 \
    async_flop_share 0 \
    grt_pass1_vias 42930 \
    ys_types 59 \
    io_buffers 25 \
    syn_area_mm2 0.07960 \
    cts_resized 0 \
    grtUsageTotal 0.2416 \
    grt_pass1_wl_mm 311.1 \
    drcViolationCount 0 \
    clock-skew-final_ns 0.08431 \
    start_kind "primary input" \
    irDropWorstVdd_mv 0.1801 \
    postCtsHoldBufs 0 \
    top_layer_used "met5" \
    vias 40610 \
    dp_hpwl_mm 135.4 \
    syn_avg_cell_area_um2 19.34 \
    grt_max_degree 129 \
    rsz0062_at_grt "no" \
    synthFlopType "edfxtp_1" \
    finalCritPeriodShare 0.5800 \
    leakagePower_nw 29.11 \
    p_sw_frac 0.2178 \
    synth_top_cell_by_area "edfxtp_1" \
    cts_tree "yes" \
    synthAoiAreaFrac 0.03610 \
    fin_area_mm2 0.08991 \
    fin_hold_ws_ns 1.098 \
    maxSlewViolCount 0 \
    synthToLayoutAreaGrowth_pct 12.94 \
    fp-row-count 163 \
    initial_core_util 0.4032 \
    comb_power_share 0.048 \
    maxSlewHeadroom 0.2390 \
    post_cts_buffers 0 \
    max_freq_ghz 0.1707 \
    met3WireLength_mm 36.55 \
    clk_pin_slew_ns 0.07 \
    p_clk_frac 0.410 \
    cts-root-buf "clkbuf_16" \
    first_iter_violations 3133 \
    top_cell_area_share 0.7756 \
    ys_seq_share 0.7756 \
    ys.flops 2056 \
    wl_per_cell_um 30.81 \
    antenna_found_initial 2 \
    cp-end-kind "flop" \
    ys_sh_mux 0.1430 \
    fin_crit_ns 5.858 \
    critPathArrivalTime_ns 6.39 \
    cts.sinks 2056 \
    edf_count 2056 \
    p_int_mw 13.59 \
    cp_max_fo 41 \
    grt-ovfl-total 0 \
    pwr-share-seq 0.543 \
    path_class "in -> reg" \
    top_logic_kind "multiplexers" \
    hold_path.class "reg -> reg" \
    routabilityCongestion 0.9839 \
    cp_data_required_time_ns 10.63 \
    ys_area_mm2 0.07960 \
    die_w_um 448.1 \
    die_y_um 448.1 \
    p_sw_mw 3.782 \
    fa_ha_area_frac 0 \
    wirelength_met1_mm 73.53 \
    worst_slack_ns 4.242 \
    wl_met2_mm 100.5 \
    dpl_cell_area_mm2 0.08363 \
    cts_buffers 200 \
    worstMarginPinSlew_ns 1.127 \
    routed_wl_mm 218.9 \
    xor_share 0 \
    dr.pass1.iters 5 \
    setup_viol 0 \
    layout-drive-gt1-share 0.1644 \
    tool_warnings 32 \
    die_area_mm2 0.2008 \
    cap_violations 0 \
    seq_area_mm2 0.06174 \
    pre_cts_slack_ns 3.380 \
    lay_top_count "edfxtp_1" \
    most-common-layout-cells "2056 x edfxtp_1, 624 x mux2i_1, 312 x nor2_1" \
    ys_sh_simple 0.02920 \
    coreArea_mm2 0.1974 \
    ys_cells 4116 \
    logic_area_mm2 0.01666 \
    cts_buffer_depth 3 \
    synthTopCellsByArea "edfxtp_1 78%, mux2i_1 7.8%, mux4_2 6.3%" \
    netlist_instances 4116 \
    total_power_mw 17.37 \
    postRouteAntennaNets 0 \
    insertion_delay_ns 0.87 \
    vias_per_cell 5.715 \
]
per-layer routing:
layer,up-vias,GRT usage
met5,-,0.01154
met4,16,0.06940
met1,20600,0.3025
met3,362,0.1765
li1,17250,-
met2,2379,0.3440
final timing paths:
check | from | end | slack [ns] | depth (start not counted)
max reg2reg | ram[99][2] | rd_data_reg[2] | 7.09 | 6
min | ram[130][7] | rd_data_reg[7] | 1.10 | 6
max | addr[2] | rd_data_reg[2] | 4.24 | 9
min reg2reg | ram[130][7] | rd_data_reg[7] | 1.10 | 6
cells in the mapped netlist (4+ instances only):
cell / n
nor2_1: 312
clkbuf_1: 80
nor3_1: 24
a22oi_1: 22
nand4bb_1: 6
mux2i_1: 624
a22o_1: 5
nand2_1: 69
a21oi_1: 15
mux2_2: 10
o2111ai_1: 7
nand3_1: 28
a211oi_1: 19
buf_6: 9
edfxtp_1: 2056
buf_1: 14
o21ai_0: 19
a31oi_1: 10
o22ai_1: 256
or4_1: 4
nand4_1: 5
nor2b_1: 7
nor4_1: 38
mux4_2: 223
buf_4: 29
buf_2: 116
o221ai_1: 26
inv_1: 5
o211ai_1: 18
a221oi_1: 9
layout make-up:
type | instances | share of cell area
diodes | 2 | 0.00005567
clock buffers | 234 | 0.05732
clock inverters | 133 | 0.01240
inverters | 7 | 0.0002923
multi-input cells | 1804 | 0.1853
flip-flops and latches | 2056 | 0.6867
well taps | 2640 | 0.03674
repair buffers | 230 | 0.02114
power by group through the flow:
stage,registers (mW),logic (mW),clock network (mW)
final,9.42,0.830,7.11
after CTS,9.42,0.830,7.21
after global routing,9.42,0.875,7.53
stage by stage:
step / cells / util
floorplan: 4116 / -
global placement: 6737 / 0.4236
detailed placement: 6737 / 0.4236
CTS: 7104 / 0.4554
global route: 7104 / 0.4554
finish: 7106 / 0.4554
worst max-delay path, cell delays in order:
cell and delay, ns:
buf_2 0.48, buf_4 0.57, or4b_4 0.57, buf_4 0.45, o22ai_1 0.20, nor4_1 0.60, nand3_1 0.33, a221oi_1 0.96
a22oi_1 0.13
kinds of logic (layout without fill, tap and decap cells):
family / count (synthesis) / in the layout
AOI/OAI and AO/OA: 427 / 427
and+or+nand+nor: 520 / 520
other: 0 / 2
buffers and inverters: 256 / 604
muxes: 857 / 857
DFF: 2056 / 2056
Power and IR drop assume default switching activity.
